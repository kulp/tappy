===== flow/run.sh =====
#!/bin/bash
# OpenROAD 26Q1-2900-gdf79404cd8, Yosys 0.63+post, stock flow scripts
make -C /OpenROAD-flow-scripts/flow DESIGN_CONFIG=/design/flow/config.mk WORK_HOME=/design/flow/orfs finish

===== flow/config.mk =====
export PLATFORM = sky130hd
export DESIGN_NAME = tappy
export DESIGN_NICKNAME = tappy
export VERILOG_FILES = /design/flow/design.v
export SDC_FILE = /design/flow/constraint.sdc
export NUM_CORES = 4
export LEC_CHECK = 1
export CORE_AREA = 10 10 70 70
export DIE_AREA = 0 0 80 80

===== flow/constraint.sdc =====
current_design tappy

set clk_period 1.3
set clk_io_pct 0.2

create_clock -name clk0 -period $clk_period [get_ports {sysclk}]

set non_clock_inputs [all_inputs -no_clocks]
set_input_delay [expr $clk_period * $clk_io_pct] -clock clk0 $non_clock_inputs
set_output_delay [expr $clk_period * $clk_io_pct] -clock clk0 [all_outputs]

===== flow/design.v =====
`default_nettype none
module tappy(
    input reset, sysclk, inhibit,
    inout clk, input dat,
    output byte word, output reg done
);
    enum {
        RSET,
        IDLE,
        PROC,
        PRTY,
        DONE
    } state;
    initial state = RSET;
    task ABORT;
        state = RSET;
    endtask
    reg [1:0] clocks;
    byte shift;
    assign clk = inhibit ? '0 : 'z;
    task start;
        if (dat == 0)
            state = PROC;
        else
            ABORT("Bad (non-zero) start bit");
    endtask
    task handle_bit;
        word = {dat,word[7:1]};
        shift = {1'b1,shift[7:1]};
        if (shift[0])
            state = PRTY;
    endtask
    task check_parity;
        if (dat == ~^word)
            state = DONE;
        else
            ABORT("Bad parity");
    endtask
    task finish_word;
        if (dat == 1)
        begin
            done = 1;
            state = RSET;
        end
        else
            ABORT("Bad (zero) stop bit");
    endtask
    task reset_state;
        word = 0;
        done = 0;
        shift = 0;
        clocks = 0;
        state = IDLE;
    endtask
    always @(posedge sysclk)
        if (reset || inhibit)
            reset_state;
        else
        begin
            clocks = {clocks[0],clk};
            casez ({state,clocks})
                {IDLE,2'b10}: start;
                {PROC,2'b10}: handle_bit;
                {PRTY,2'b10}: check_parity;
                {DONE,2'b10}: finish_word;
                {RSET,2'b??}: reset_state;
                default:  ;
            endcase
        end
endmodule

==> flow_summary.toml <==
# synthesis and place-and-route metrics
[sta]
hold_viol_final = 0
slew_violations = 0
post-route-min-period_ns = 1.07
finalSetupViolCount = 0
fin_setup_tns_ns = 0
rsz0062_at_grt = "false"
fmax_mhz = 932
fin_skew_ns = 0.00618
fin_crit_sh_pct = 82.6

[clock_network]
cts_num_sinks = 11
cts-buffers-inserted = 3
cts_tree = "done"
cts.hold.buffers_added = 0
post_cts_buffers = 0
htree_levels = 1
clkTransAtPathRegs_ns = 0.07
cts_buffer_depth = 2
cts_resized = 15
cts_root_buf = "clkbuf_4"
clock.latency.late_pin_ns = 0.26

[worst_setup_path]
crit_slowest_cell = "dfxtp_2"
critPathArrivalTime_ns = 0.81
crit_required_ns = 1.04
max_stage_delay_ns = 0.32
path_max_fanout = 2
worstSetupEndpointType = "primary output"
critPathTopFamily = "flip-flops"
reg2reg_setup_slack_ns = 0.50
path_buffers = 1
path_cells = "dlygate4sd2_1"
worstSetupPathType = "reg2out"
crit_path_start_kind = "flop"

[place]
placed_cells = 84
placed_area_sq_um = 558
numPortBuffers = 11
globalplace.congestion = 0.604

[route]
ant_nets = 0
drc_errors = 0
vias_per_cell = 2.61
wl_per_cell_microns = 7.92
drt_iter0_drc = 3
vias = 230
drtPass1Iterations = 3
drt-total-wl_microns = 697
antenna_cells = 0

[floorplan]
die_h_microns = 80
ios = 14
die_w_microns = 80
dieArea_sq_um = 6400
rows = 21
fp_util_pct = 11.2
coreArea_sq_um = 3420

[global_routing]
grt_overflow_total = 0
gr-usage-all-layers_pct = 2.39
grt_pass1_wl_microns = 1170
grt_antenna_before_repair = 0
grt_pass1_vias = 243
grt_max_degree = 10

[layout]
area_growth_pct = 52.1
fin_cells = 88
drive_gt1_share_pct = 50.0
final_util_pct = 17.0
final_area_sq_um = 581
logic_area_sq_um = 143
lay_top_cells = "9 x nor3b_2, 9 x dlygate4sd2_1, 6 x dfxtp_2"
regArea_sq_um = 228
fillers = 390

[logic_synthesis]
syn_area_sq_um = 382
synthMuxAreaShare_pct = 0
syn_inst = 27
synth_adder_area_share_pct = 0
synth_area_per_cell_sq_um = 14.1
synth_stat.cells = 27
ys_sh_xor_pct = 0
ys_sh_simple_pct = 36.4
synth_flops = 11
synth_seq_share_pct = 57.7
synth_cell_type_count = 9
yosys.stat.chipArea_sq_um = 382
synth.logic.top_family = "simple AND/OR/NAND/NOR gates"
yosysWarnings = 2
ys_sh_aoi_pct = 0

[run]
warning_count = 26
cap_violations = 0

[power_and_ir_drop]
peakVddDrop_mv = 0.348
power_density_nw_per_um2 = 1000
leakagePower_nw = 0.235

[hold_path]
min_path_type = "reg2reg"

[outcome]
status = "complete, no violations"
sequential cells by signal, summed over array words and instances (netlist names):
register / cells
word: 8
state: 2
done: 1
synth_stat cells:
cell type / number / area [sq um]
dfxtp_1: 11 / 220
nor3b_2: 9 / 113
buf_4: 1 / 7.51
buf_6: 1 / 11.3
conb_1: 1 / 3.75
nand2b_1: 1 / 6.26
nor2_2: 1 / 6.26
nor3b_1: 1 / 7.51
or2_1: 1 / 6.26
metal layers:
layer | vias up | global-route usage [%] | wire length, microns
li1 | 118 | - | -
met1 | 103 | 2.55 | 272
met2 | 9 | 3.61 | 330
met3 | 0 | 2.16 | 94
met4 | 0 | 0.176 | 0
met5 | - | 0 | 0
cell type report:
| class | count | area share (%) |
|---|---|---|
| clock buffers | 4 | 4.53 |
| multi-input cells | 14 | 24.6 |
| flip-flops and latches | 11 | 39.2 |
| well taps | 46 | 9.91 |
| repair buffers | 13 | 21.8 |
per-stage QoR:
step	hold slack [ns]	total power, mW	setup slack [ns]
after global routing	0.490	0.629	0.165
after floorplan	0.348	0.357	0.412
after CTS	0.468	0.590	0.207
final	0.463	0.580	0.227
after global placement	0.444	0.366	0.00510
after detailed placement	0.447	0.367	-0.0267
report_power, final:
| part | internal, mW | leakage (nW) | switching (mW) |
|---|---|---|---|
| Sequential | 0.337 | 0.0917 | 0 |
| Combinational | 0.0121 | 0.128 | 0.00940 |
| Clock | 0.118 | 0.0150 | 0.104 |
| Total | 0.467 | 0.235 | 0.113 |
worst paths after layout:
kind / from / endpoint / cells after the start
setup / recovery: word[0]$_SDFFE_PP0N_ / word[0] / 1
hold / removal: state[0]$_SDFFE_PP1N_ / state[0]$_SDFFE_PP1N_ / 1
setup reg to reg: state[1]$_SDFFE_PP0N_ / done$_SDFFE_PP0N_ / 3
hold reg to reg: state[0]$_SDFFE_PP1N_ / state[0]$_SDFFE_PP1N_ / 1
logic make-up after synthesis:
kind of cell | count (synthesis)
other cells | 1
flops | 11
buf+inv | 2
simple gates | 13
Power is estimated from default activity; no workload was simulated.
